[design.v]
module ship_controller (
  input wire clk,   
  input wire rst,     
  input wire button_ccw,           
  input wire button_cw,         
  output reg [3:0] ship_pose 
);
  parameter DIVIDE_BY = 10_000_000;  
  reg [22:0] counter;       
  reg clk_out;              
  always @(posedge clk or negedge rst) begin
    if (~rst) begin
      counter <= 0;
      clk_out <= 0;
    end else begin
      if (counter == (DIVIDE_BY / 2 - 1)) begin
        clk_out <= ~clk_out;  
        counter <= 0;         
      end else begin
        counter <= counter + 1;  
      end
    end
  end
  always @(posedge clk_out or negedge rst) begin
    if (~rst) begin
      ship_pose <= 4'b0000;  
    end else begin
      if (button_ccw == 1'b0) begin
        if (ship_pose < 4'b1111) begin
          ship_pose <= ship_pose + 1;  
        end else begin
          ship_pose <= 4'b0000;  
        end
      end else if (button_cw == 1'b0) begin
        if (ship_pose > 4'b0000) begin
          ship_pose <= ship_pose - 1;  
        end else begin
          ship_pose <= 4'b1111;  
        end
      end
    end
  end
endmodule
[constraint.sdc]
current_design ship_controller

set clk_period 3.1
set clk_io_pct 0.2

create_clock -name clk0 -period $clk_period [get_ports {clk}]

set non_clock_inputs [all_inputs -no_clocks]
set_input_delay [expr $clk_period * $clk_io_pct] -clock clk0 $non_clock_inputs
set_output_delay [expr $clk_period * $clk_io_pct] -clock clk0 [all_outputs]
[run.sh]
#!/bin/bash
# OpenROAD 26Q1-2900-gdf79404cd8, Yosys 0.63+post, stock flow scripts
make -C /OpenROAD-flow-scripts/flow DESIGN_CONFIG=/design/flow/config.mk WORK_HOME=/design/flow/orfs finish
[config.mk]
export PLATFORM = sky130hd
export DESIGN_NAME = ship_controller
export DESIGN_NICKNAME = ship_controller
export VERILOG_FILES = /design/flow/design.v
export SDC_FILE = /design/flow/constraint.sdc
export NUM_CORES = 4
export LEC_CHECK = 1
export CORE_AREA = 10 10 105 105
export DIE_AREA = 0 0 115 115
==> flow_metrics.env <==
# flow metrics
export IMPL_grtUsageTotal=0.03777
export IMPL_start_kind="flip-flop"
export IMPL_ir_worst_vdd_mv=0.1317
export IMPL_warnings=26
export IMPL_wire_per_inst_um=9.550
export IMPL_first_pass_iters=4
export IMPL_core_util_floorplan=0.1613
export IMPL_max_cap_violations=0
export IMPL_die_h_um=115
export IMPL_syn_area_sq_mm=0.001414
export IMPL_grtUsageMet3=0.01108
export IMPL_hold_path_class="reg -> reg"
export IMPL_flop_cell="dfrtp_1"
export IMPL_die_area_sq_mm=0.01323
export IMPL_total_power_uw=505.9
export IMPL_antenna_found_initial=0
export IMPL_synthTopCellsByArea="dfrtp_1, xnor2_1, xor2_1"
export IMPL_synthToLayoutAreaGrowth_pct=17.70
export IMPL_num_antenna_cells=0
export IMPL_vias=956
export IMPL_lay_top_count="dfrtp_1"
export IMPL_grt_start_max_net_pins=29
export IMPL_cts_inserted_buffers=3
export IMPL_io_buffers=7
export IMPL_top_area_cell="dfrtp_1"
export IMPL_hold_depth=1
export IMPL_drive_gt1_frac=0.08511
export IMPL_syn_inst=131
export IMPL_routabilityCongestion=0.8245
export IMPL_setup_viol=0
export IMPL_fin_crit_ns=1.913
export IMPL_synth_flops=28
export IMPL_r2r_worst_path_cells=6
export IMPL_rsz0062_at_grt="false"
export IMPL_drt_vias_per_instance=3.839
export IMPL_synth_top_area_share=0.4956
export IMPL_cts_tree="built"
export IMPL_ys_types=35
export IMPL_insertion_delay_ns=0.26
export IMPL_cts_root_buf="clkbuf_8"
export IMPL_gr_usage_met2=0.05480
export IMPL_htreeDepth=1
export IMPL_cp_end_kind="flip-flop"
export IMPL_holdPathEnd="counter[13]"
export IMPL_layout_top_cells="dfrtp_1, nor2_1, xnor2_1"
export IMPL_fmax_ghz=0.5228
export IMPL_pwr_density_cell_mw_per_mm2=304.0
export IMPL_r2r_end="counter[19]"
export IMPL_top_usage_layer="met1"
export IMPL_dpl_instance_area_sq_mm=0.001623
export IMPL_core_area_sq_mm=0.008763
export IMPL_min_delay_start="counter[13]"
export IMPL_rrSetupSlack_ns=1.19
export IMPL_finalCritPeriodShare=0.6170
export IMPL_rows=34
export IMPL_setup_tns_ns=0
export IMPL_ys_warn_count=1
export IMPL_p_leak_nw=0.7073
export IMPL_slew_headroom=0.6458
export IMPL_hold_viol=0
export IMPL_cts_resized=0
export IMPL_grt_pass1_vias=928
export IMPL_drt_iter0_markers=53
export IMPL_stdcell_area_sq_mm=0.001664
export IMPL_r2r_start="counter[0]"
export IMPL_holdBufCountCts=0
export IMPL_required_ns=3.21
export IMPL_hpwl_um=1771
export IMPL_tightest_slew_ns=0.5269
export IMPL_async_reset_ff_frac=1.000
export IMPL_drc_errors=0
export IMPL_wl_um=2378
export IMPL_edf_count=0
export IMPL_fp_dieW_um=115
export IMPL_fin_skew_ns=0.003249
export IMPL_grt_ovfl_total=0
export IMPL_fillers=955
export IMPL_cp_arrival_ns=2.03
export IMPL_antenna_left=0
export IMPL_use_met1=0.05594
export IMPL_yosys_cells=131
export IMPL_untimed_endpoints=8
export IMPL_grt_pass1_wl_um=4284
export IMPL_critPathKind="reg -> reg"
export IMPL_clockBufferDepth=2
export IMPL_drv_slew=0
export IMPL_outcome="finished, final reports clean"
export IMPL_cp_max_fo=7
export IMPL_ys_area_sq_mm=0.001414
export IMPL_io_pins=8
export IMPL_cts_setup_buffers=0
export IMPL_cts_clk_slew_worst_paths_ns=0.08
export IMPL_ys_seq_frac=0.4956
export IMPL_synth_area_per_cell_sq_um=10.79
export IMPL_unclocked_regs=4
==> per-stage QoR <==
stage | hold slack [ns] | setup WS, ns | utilization | cells
floorplan | 0.3244 | 1.474 | - | 131
global placement | 0.4866 | 1.239 | 0.1852 | 246
detailed placement | 0.4828 | 1.166 | 0.1852 | 246
CTS | 0.4977 | 1.150 | 0.1899 | 249
global route | 0.5302 | 0.9825 | 0.1899 | 249
finish | 0.4929 | 1.187 | 0.1899 | 249
==> layout make-up <==
cell class | count | area (sq um) | area share
Sequential cell | 28 | 700.7 | 0.4211
Multi-Input combinational cell | 94 | 675.6 | 0.4060
Tap cell | 108 | 135.1 | 0.08120
Timing Repair Buffer | 9 | 85.08 | 0.05113
Clock buffer | 3 | 41.29 | 0.02481
Inverter | 7 | 26.28 | 0.01579
==> Yosys cell counts (2+ instances only) <==
cell type and count:
dfrtp_1 28, nor2_1 13, xnor2_1 12, nand2_1 10
inv_1 7, xor2_1 7, nand3_1 6, and3_1 4
and4_1 4, nand4_1 4, ha_1 3, nor3_1 3
nor4b_1 3, o21ai_0 3, a211oi_1 2, a21oi_1 2
o22ai_1 2
==> critical path, stage by stage, from the launching register on <==
cell and delay [ns]:
dfrtp_1 0.40, ha_1 0.21, nand3_2 0.16, or3_1 0.35
nor2_1 0.34, buf_4 0.24, a211oi_1 0.06
==> cell families (layout without fill, tap and decap cells) <==
| kind of cell | Yosys count | after routing | synth area share |
|---|---|---|---|
| simple gates | 58 | 58 | 0.2540 |
| flops | 28 | 28 | 0.4956 |
| xor+xnor | 19 | 19 | 0.1177 |
| compound gates | 13 | 13 | 0.06371 |
| buf+inv | 9 | 19 | 0.02655 |
| fa+ha+maj | 3 | 3 | 0.02655 |
| mux | 1 | 1 | 0.01593 |
==> how the worst max path moves through the flow <==
stage / startpoint / end / slack [ns] / cells past startpoint
final: counter[0] / counter[19] / 1.19 / 6
after global routing: counter[0] / counter[19] / 0.98 / 6
after CTS: counter[0] / counter[19] / 1.15 / 6
==> registers in the layout, summed over array words and instances (netlist names) <==
signal,flops
ship_pose,4
counter,23
clk_out,1
==> routing by layer <==
metal  part of all wire  wire length, um  vias to the layer above
met5                  0                0                        -
met4             0.0059               14                        0
met3              0.058              138                        2
met2               0.41              979                       12
met1               0.52             1246                      455
li1                   -                -                      487
==> where the power goes <==
group          total [mW]  leakage [nW]  switching [mW]  internal [mW]
Sequential          0.313         0.372               0          0.313
Combinational      0.0173         0.313          0.0110        0.00633
Clock               0.176        0.0216          0.0891         0.0866
Total               0.506         0.707           0.100          0.406
No activity file was given, so power comes from the tool's default toggle rates.
