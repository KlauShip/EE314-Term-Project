<file path="flow/constraint.sdc">
current_design random_4bit

set clk_period 1.2
set clk_io_pct 0.2

create_clock -name clk0 -period $clk_period [get_ports {clk}]

set non_clock_inputs [all_inputs -no_clocks]
set_input_delay [expr $clk_period * $clk_io_pct] -clock clk0 $non_clock_inputs
set_output_delay [expr $clk_period * $clk_io_pct] -clock clk0 [all_outputs]
</file>
<file path="flow/design.v">
module random_4bit(
    input wire clk,
    input wire reset,
    output reg [3:0] random_number
);
    reg [15:0] lfsr;
    wire feedback;
    assign feedback = lfsr[15] ^ lfsr[4]^lfsr[11] ^ lfsr[8];
    always @(posedge clk or negedge reset) begin
        if (~reset) begin
            lfsr <= 16'd10;
				random_number <= 4'd0;
        end else begin
            lfsr <= {lfsr[14:0], feedback};
				random_number <= lfsr[3:0];
        end
    end
endmodule
</file>
<file path="flow/run.sh">
#!/bin/bash
# OpenROAD 26Q1-2900-gdf79404cd8, Yosys 0.63+post, stock flow scripts
make -C /OpenROAD-flow-scripts/flow DESIGN_CONFIG=/design/flow/config.mk WORK_HOME=/design/flow/orfs finish
</file>
<file path="flow/config.mk">
export PLATFORM = sky130hd
export DESIGN_NAME = random_4bit
export DESIGN_NICKNAME = random_4bit
export VERILOG_FILES = /design/flow/design.v
export SDC_FILE = /design/flow/constraint.sdc
export NUM_CORES = 4
export LEC_CHECK = 1
export CORE_AREA = 10 10 70 70
export DIE_AREA = 0 0 80 80
</file>
==> summary.txt <==
Implementation numbers.

- The floorplan step set the die height to 80 um.
- The most numerous cell in the Yosys netlist is sky130_fd_sc_hd__dfrtp_1.
- The portion of the clock cycle consumed by the worst path in the final layout is 0.9534.
- The clock latency on the worst-skew pair is 280 ps.
- After synthesis, the chip area reported by Yosys is 494.2 um2.
- The report puts the cell count of the worst reg-to-reg path at 4.
- Between the synthesized netlist and the finished layout, the area growth was recorded as 31.39%.
- The per-cell via count in the routed design is 2.550.
- The fraction of registers with async set/reset is 1.000.
- Per the post-run analysis, buffers plus inverters along the critical path come to 1.
- The final tally of max-slew violations is 0.
- The average instance area after synthesis is 21.49 um2.
- The via count of the first global-routing pass is 217.
- The critical path is of the flip-flop to output port type.
- The placement summary gives the final routability congestion estimate as 0.7307.
- The cell sequence reported for the critical path is dlygate4sd2_1.
- Derived from the worst setup path, the maximum achievable clock frequency is 874.1 MHz.
- The number of fillers in the final layout is 371.
- Setup repair after global routing left no endpoint under its margin.
- The report counts max-capacitance violations totalling 0.
- Per the CTS log, the root buffer master is sky130_fd_sc_hd__clkbuf_4.
- The number of flops mapped to enable cells by yosys is 0.
- For flop-to-flop paths, the worst setup slack is 170 ps.
- The total area inside the core boundary comes to 3416 um2.
- The count of state elements after synthesis is 18.
- Per the post-route antenna check, the number of violating nets is 0.
- In the global route stage, overall resource usage came out at 0.02139.
- The quantity of hold-fixing buffers added after cts is 0.
- The actual slew at the worst max-slew pin is 213.1 ps.
- For this run, the register share of the synthesized area comes to 0.9165.
- The number of hold-slack violations in the final timing report is 0.
- The width of the chip is 80 um.
- Setup violations remaining at the end of the flow were counted as 0.
- For this run, design rule violations remaining after detail routing come to 0.
- Sorting the synthesized cells by how often they occur yields 16 x sky130_fd_sc_hd__dfrtp_1, 2 x sky130_fd_sc_hd__buf_4, 2 x sky130_fd_sc_hd__dfstp_2, 2 x sky130_fd_sc_hd__xnor2_1, 1 x sky130_fd_sc_hd__xor2_1.
- The synthesized netlist contains 5 unique library cells.
- The critical path's largest stage delay is 380 ps.
- The largest net degree at the start of global routing is 19.
- The count of tool warnings is 25.
- The count of port buffers added during placement is 5.
- Checking hold timing, the worst path is listed with class primary input to async pin.
- The arrival time of the worst setup path is 900 ps.
- By area the synthesized netlist is led by sky130_fd_sc_hd__dfrtp_1 81%, sky130_fd_sc_hd__dfstp_2 11%, sky130_fd_sc_hd__xnor2_1 3.5%, sky130_fd_sc_hd__buf_4 3.0%, sky130_fd_sc_hd__xor2_1 1.8%.
- Before CTS, the worst setup slack after placement is 112.4 ps.
- STA lists the endpoint of the worst register-to-register path as lfsr[0]$_DFF_PN0_.
- The kind of end point of the critical path is an output port.
- The global-route congestion overflow total is 0.
- The floorplan step records an initial core utilization of 0.1447.
- The sum of negative setup slack is 0 ps.
- The worst slew margin relative to its limit is 0.8579.
- The OpenROAD report gives the critical path a required time of 960 ps.
- Per the CTS log, the buffer count on the longest clock path is 2.
- The number of detailed-routing iterations run before antenna repair is 1.
- After floorplanning, the core was divided into 21 placement rows.
- Per the log, the first TritonRoute iteration ended with a DRC count of 0.
- The share of synthesized area in the top cell type comes to 0.8101.
- The run finished with clean final reports.
- The clock tree from TritonCTS is done.
- The initial antenna violation count came to 0.
- Registers take 452.9 um2.
- The final worst slack is 55.97 ps.
- The cell class contributing the biggest share of worst-path delay is flip-flops.
- Counting every instance in the synthesized netlist gives 23.
- The die covers 6400 um2.
- The clock transition at the registers of the reported paths is 90 ps.
- The cell count in the Yosys report is 23.
- The number of buffers created by CTS is 3.
- The reported leakage power is 0.3323 nW.
- The cell taking the most area after synthesis is sky130_fd_sc_hd__dfrtp_1.
- The routed design ends up with an antenna cell count of 0.
- For the final database, setup skew stands at 5.172 ps.
- Power spread over the standard cell area amounts to 1496 nW/um2.
- TritonRoute output was used to compute an average wire per cell of 7.925 um.
- The mapped cell area is 494.2 um2.
- The multi-input combinational cells in the finished layout cover a total of 26.28 um2.
- The share of post-route cells with drive strength above 1 is 0.2941.
- Looking at the clock tree report, the H-tree level count equals 1.
- The dominant register cell is sky130_fd_sc_hd__dfrtp_1.
- The peak supply drop is 0.6335 mV.
- STA classifies the critical path startpoint as a flip-flop.
- The routed design has 634 um of wire.
- The time the worst path needs with I/O delays and setup is 1144 ps.
- The overall via count from detail_route is 204.
- The worst register-to-register path begins at lfsr[4]$_DFF_PN0_.
- Max fanout on the critical path was recorded as 2.
- The yosys warning tally is 1.
- The worst-path cell with the longest stage delay is sky130_fd_sc_hd__dfrtp_1.
- The number of clock sinks is 18.
- The top-level I/O count is 6.
- The first global-routing pass estimated 1.014 mm of wire.
==> worst max-delay path by stage <==
stage                        startpoint          endpoint  slack, ps  depth (start not counted)
after global routing  lfsr[2]$_DFF_PN0_  random_number[1]         20                          1
final                 lfsr[2]$_DFF_PN0_  random_number[1]         60                          1
after CTS             lfsr[4]$_DFF_PN0_  random_number[3]         30                          1
==> logic make-up (layout without fill, tap and decap cells) <==
logic type / after synthesis / after routing / share of synthesized area
flops: 18 / 18 / 0.9164
xor+xnor: 3 / 3 / 0.05317
buf+inv: 2 / 13 / 0.03037
==> layout by cell type (no fill, tap or decap), drive strengths merged <==
cell type / synthesis / final
dfrtp: 16 / 16
buf: 2 / 4
clkbuf: 0 / 4
dlygate4sd2: 0 / 3
xnor2: 2 / 2
dfstp: 2 / 2
xor2: 1 / 1
clkdlybuf4s50: 0 / 1
clkdlybuf4s15: 0 / 1
==> routing by layer <==
| metal | share of wire | up-vias | global-route usage |
|---|---|---|---|
| li1 | - | 89 | - |
| met1 | 0.49 | 102 | 0.02706 |
| met2 | 0.31 | 9 | 0.02247 |
| met3 | 0.18 | 4 | 0.02500 |
| met4 | 0.0095 | 0 | 0.003521 |
| met5 | 0 | - | 0 |
==> report_power, final <==
part / leakage (nW) / internal (mW) / switching (mW)
registers: 0.244 / 0.606 / 0
logic: 0.0670 / 0.00501 / 0.0108
clock network: 0.0210 / 0.185 / 0.165
==> sequential cells by signal (all words and copies together), names as in the netlist <==
register	count
lfsr	16
random_number	2
==> through the flow <==
| stage | power (mW) | hold slack [ps] | utilization | area, um2 | std cells |
|---|---|---|---|---|---|
| 2_1_floorplan | 0.6183 | -55.59 | - | 494.2 | 23 |
| 4_1_cts | 0.9923 | 269.7 | 0.1875 | 640.6 | 79 |
| 3_5_place_dp | 0.6349 | 334.7 | 0.1740 | 594.3 | 73 |
| 3_3_place_gp | 0.6343 | 334.2 | 0.1740 | 594.3 | 73 |
| 6_report | 0.9717 | 273.4 | 0.1901 | 649.4 | 80 |
| 5_1_grt | 1.015 | 279.1 | 0.1901 | 649.4 | 80 |
==> what timing repair did <==
item                                    in CTS  in global routing
gates resized                                4                  1
endpoints found under the setup margin       4                  1
pin swaps                                    0                  0
buffers inserted                             2                  1
==> cell type report <==
type                       instances  area share
sequential                        18      0.6975
timing repair buffer               9      0.1175
tap                               46     0.08863
clock buffer                       4     0.05588
multi-input combinational          3     0.04046
No activity file was given, so power comes from the tool's default toggle rates.
