<file path="./run.sh">
#!/bin/bash
# OpenROAD 26Q1-2900-gdf79404cd8, Yosys 0.63+post, stock flow scripts
make -C /OpenROAD-flow-scripts/flow DESIGN_CONFIG=/design/flow/config.mk WORK_HOME=/design/flow/orfs finish
</file>
<file path="./config.mk">
export PLATFORM = sky130hd
export DESIGN_NAME = scoreboard_display
export DESIGN_NICKNAME = scoreboard_display
export VERILOG_FILES = /design/flow/design.v
export SDC_FILE = /design/flow/constraint.sdc
export NUM_CORES = 4
export LEC_CHECK = 1
export CORE_AREA = 10 10 70 70
export DIE_AREA = 0 0 80 80
</file>
<file path="./constraint.sdc">
current_design scoreboard_display

set clk_period 2.2
set clk_io_pct 0.2

create_clock -name clk0 -period $clk_period [get_ports {clk}]

set non_clock_inputs [all_inputs -no_clocks]
set_input_delay [expr $clk_period * $clk_io_pct] -clock clk0 $non_clock_inputs
set_output_delay [expr $clk_period * $clk_io_pct] -clock clk0 [all_outputs]
</file>
<file path="./design.v">
module scoreBoard (
    input [4:0] score,
    output reg [3:0] tens,     
    output reg [3:0] units     
);
    integer i;
    always @(*) begin
        tens = 0;
        units = 0;
        for (i = 4; i >= 0; i = i - 1) begin
            if (tens >= 5)
                tens = tens + 3;
            if (units >= 5)
                units = units + 3;
            tens = tens << 1;
            tens[0] = units[3];
            units = units << 1;
            units[0] = score[i];
        end
    end
endmodule
module scoreboard_display (
    input wire clk,
    input [4:0] score,
    output [6:0] seg_tens,
    output [6:0] seg_units
);
    wire [3:0] tens;
    wire [3:0] units;
    scoreBoard sb (
        .score(score),
        .tens(tens),
        .units(units)
    );
    ssdcm ssd_tens (
        .clk(clk),
        .digit(tens),
        .segments(seg_tens)
    );
    ssdcm ssd_units (
        .clk(clk),
        .digit(units),
        .segments(seg_units)
    );
endmodule
module ssdcm (
    input wire clk,
    input wire [3:0] digit,
    output reg [6:0] segments
);
always @ (posedge clk) begin
    case (digit)
        4'd0: segments = 7'b1000000;  
        4'd1: segments = 7'b1111001;  
        4'd2: segments = 7'b0100100;  
        4'd3: segments = 7'b0110000;  
        4'd4: segments = 7'b0011001;  
        4'd5: segments = 7'b0010010;  
        4'd6: segments = 7'b0000010;  
        4'd7: segments = 7'b1111000;  
        4'd8: segments = 7'b0000000;  
        4'd9: segments = 7'b0010000;  
        default: segments = 7'b1111111; 
    endcase
end
endmodule
</file>
==> results.py <==
# Metrics from the implementation run
metrics = {
    "run_status": {
        "status": "finished with violations",
        "violations": "setup timing",
    },
    "critical_path": {
        "critical_path_required_ns": 2.38,
        "arrival_ns": 2.62,
        "critPathKind": "input port to flip-flop",
        "crit_path_end_kind": "flip-flop",
        "worst-path-max-fanout": 4,
        "cp-endpoint": "ssd_units.segments[5]",
        "setup.worst_path.start": "score[2]",
        "start_kind": "input port",
    },
    "power": {
        "power_per_cell_area_nw_per_um2": 635,
        "total_leakage_power_uw": 0.000604,
        "peak_supply_drop_uv": 180,
        "fin_total_pwr_uw": 886,
    },
    "finish": {
        "fill_cells": 315,
        "layout-area-overhead-vs-synth_pct": 80.0,
        "final_layout_size_suffix_gt1_share_pct": 50.8,
        "mostFrequentLayoutCell": "sky130_fd_sc_hd__buf_4",
        "post_route_non_filler_standard_cell_count": 172,
        "mostFrequentLayoutCells": "24 x sky130_fd_sc_hd__buf_4, 15 x sky130_fd_sc_hd__clkdlybuf4s50_1, 12 x sky130_fd_sc_hd__dfxtp_1",
    },
    "timing": {
        "setup_repair_after_global_routing_missed_its_margin": "true",
        "slew_viol_final": 0,
        "finalHoldViolations": 0,
        "final_ws_setup_ns": -0.238,
        "final.setup.tns_ns": -1.43,
        "achievable-frequency_ghz": 0.410,
        "min_period_over_period_pct": 111,
        "report.final.setup_viol": 7,
        "fin_crit_ns": 2.44,
    },
    "route": {
        "firstDrtPassIters": 4,
        "dr.first_iter.drc_count": 37,
        "wl_per_cell_um": 10.2,
        "dr_total_vias": 712,
        "detail_route.wirelength_um": 1760,
        "drtAntennaViolNets": 0,
        "insertedDiodeCount": 0,
        "avgViaCountPerCell": 4.14,
        "drt_drc_violations_left": 0,
    },
    "yosys": {
        "syn-instance-count": 80,
        "synth_adder_area_share_pct": 12.9,
        "post_synth_xor_area_fraction_pct": 3.23,
        "yosys.area_share.simple_pct": 17.1,
        "synth-cells-yosys": 80,
        "yosys_warnings": 2,
        "yosysUniqueCellTypes": 34,
        "synth_compound_gate_area_share_pct": 20.5,
        "synth.mux.area_fraction_pct": 8.89,
        "logic_family": "AND-OR/OR-AND gates",
        "post-synth-top-area-cell": "sky130_fd_sc_hd__dfxtp_1",
        "numSynthFlops": 12,
        "synth_area_um2": 774,
        "synthDominantCellAreaShare_pct": 31.0,
        "yosysSeqAreaShare_pct": 31.0,
        "synthesis.area_per_instance_um2": 9.68,
        "synthTopCellsByArea": "sky130_fd_sc_hd__dfxtp_1 31%, sky130_fd_sc_hd__ha_1 13%, sky130_fd_sc_hd__nand3_1 3.9%, sky130_fd_sc_hd__inv_1 3.9%, sky130_fd_sc_hd__nand2_1 3.4%",
        "yosys_stat_area_um2": 774,
    },
    "global_routing": {
        "via_count_of_the_first_global_routing_pass": 680,
        "aggregate_global_route_resource_usage_pct": 4.98,
        "grt_first_pass_wirelength_um": 2810,
        "globalRoute.totalOverflow": 0,
        "grt_start_max_net_pins": 9,
        "antenna_found_initial": 0,
    },
    "floorplan": {
        "pin_count": 20,
        "die_extent_in_y_um": 80,
        "core_um2": 3420,
        "num_rows": 21,
        "die_x_um": 80,
        "floorplan.core_util_pct": 22.7,
        "floorplan.die_area_um2": 6400,
    },
    "worst_hold_path": {
        "hold_path_class": "input port to flip-flop",
    },
    "clocking": {
        "post_cts_hold_buffer_count": 0,
        "cts_sinks": 12,
        "ctsRootBufferMaster": "sky130_fd_sc_hd__clkbuf_4",
        "cts-root-to-sink-buffers": 2,
        "clkTransAtPathRegs_ns": 0.07,
        "cts-buffers-inserted": 3,
        "cts_tree": "built",
        "cts_htree_levels": 1,
    },
    "job": {
        "warnings": 32,
        "cap_viol_max_count": 0,
    },
    "placed_design": {
        "post-dp-hpwl_um": 1420,
        "port-buffer-count": 18,
        "place_inst": 162,
        "gpl_congestion": 0.792,
    },
}
power by group:
part           switching (uW)  total [uW]  internal, uW
clock network            61.8         162           100
registers                11.8         280           268
logic                     172         444           272
worst max-delay path, stage by stage:
cell and delay (ns):
sky130_fd_sc_hd__buf_6 0.10, sky130_fd_sc_hd__inv_4 0.05, sky130_fd_sc_hd__ha_4 0.12, sky130_fd_sc_hd__inv_2 0.04, sky130_fd_sc_hd__ha_4 0.16, sky130_fd_sc_hd__a21oi_4 0.14, sky130_fd_sc_hd__xnor2_2 0.14, sky130_fd_sc_hd__inv_2 0.08
sky130_fd_sc_hd__ha_4 0.15, sky130_fd_sc_hd__nand2b_4 0.16, sky130_fd_sc_hd__a21oi_4 0.20, sky130_fd_sc_hd__o21ai_4 0.10, sky130_fd_sc_hd__xnor2_2 0.24, sky130_fd_sc_hd__ha_2 0.19, sky130_fd_sc_hd__and2b_1 0.19, sky130_fd_sc_hd__a22oi_2 0.11
cell families (layout without fill, tap and decap cells):
| kind of cell | after synthesis | count (layout) |
|---|---|---|
| fa+ha+maj | 8 | 8 |
| buf+inv | 10 | 56 |
| xor+xnor | 2 | 2 |
| compound gates | 17 | 17 |
| flops | 12 | 12 |
| mux | 5 | 5 |
| other cells | 1 | 1 |
| simple gates | 25 | 25 |
repair_timing:
action / in CTS / in global routing
pin swaps: 8 / 9
setup buffers: 4 / 3
resized: 17 / 10
setup endpoints to repair: 10 / 7
flip-flops by register name (all words and copies together), names as in the netlist:
signal	count
ssd_units.segments	7
ssd_tens.segments	5
worst min path at each step:
stage	from	endpoint	slack [ns]	cells past startpoint
CTS	score[2]	ssd_units.segments[2]	0.73	4
global route	score[2]	ssd_units.segments[2]	0.69	4
finish	score[2]	ssd_units.segments[2]	0.68	4
per-layer routing:
metal	track usage (%)	vias up	share of wire, %	wire (um)
met5	0	-	0	0
met4	1.06	0	0.80	14
met1	6.55	326	47	820
li1	-	366	-	-
met2	8.27	18	44	769
met3	0.909	2	8.7	153
area by class of cell:
cell class | instances | area [um^2] | share of cell area (%)
flip-flops and latches | 12 | 240 | 17.2
clock buffers | 4 | 36.3 | 2.60
inverters | 8 | 48.8 | 3.50
repair buffers | 44 | 388 | 27.8
multi-input cells | 58 | 623 | 44.7
well taps | 46 | 57.6 | 4.13
through the flow:
step	util [%]	worst slack [ns]	area, um^2	hold slack (ns)
after floorplan	-	-0.375	863	0.575
after global placement	36.2	-0.941	1240	1.11
after detailed placement	36.2	-0.960	1240	1.11
after CTS	39.2	-0.316	1340	0.725
after global routing	40.8	-0.306	1390	0.694
final	40.8	-0.238	1390	0.676
Yosys cell counts:
| cell type | instances |
|---|---|
| sky130_fd_sc_hd__inv_1 | 8 |
| sky130_fd_sc_hd__a22oi_2 | 1 |
| sky130_fd_sc_hd__nor2_1 | 4 |
| sky130_fd_sc_hd__o21ai_1 | 2 |
| sky130_fd_sc_hd__mux2i_4 | 1 |
| sky130_fd_sc_hd__a211oi_1 | 1 |
| sky130_fd_sc_hd__and2_1 | 1 |
| sky130_fd_sc_hd__xnor2_2 | 1 |
| sky130_fd_sc_hd__nand2b_1 | 3 |
| sky130_fd_sc_hd__and2b_1 | 1 |
| sky130_fd_sc_hd__nand2_1 | 7 |
| sky130_fd_sc_hd__nand2b_2 | 1 |
| sky130_fd_sc_hd__nand3_1 | 6 |
| sky130_fd_sc_hd__a21oi_4 | 1 |
| sky130_fd_sc_hd__o22ai_2 | 1 |
| sky130_fd_sc_hd__o21ai_2 | 2 |
| sky130_fd_sc_hd__a21oi_2 | 2 |
| sky130_fd_sc_hd__o221a_2 | 1 |
| sky130_fd_sc_hd__dfxtp_1 | 12 |
| sky130_fd_sc_hd__buf_4 | 2 |
| sky130_fd_sc_hd__a2bb2oi_1 | 1 |
| sky130_fd_sc_hd__a2111o_1 | 1 |
| sky130_fd_sc_hd__xnor2_1 | 1 |
| sky130_fd_sc_hd__o221ai_1 | 1 |
| sky130_fd_sc_hd__mux2i_2 | 1 |
| sky130_fd_sc_hd__o211ai_1 | 1 |
| sky130_fd_sc_hd__or2_1 | 1 |
| sky130_fd_sc_hd__nand2b_4 | 1 |
| sky130_fd_sc_hd__a31oi_1 | 1 |
| sky130_fd_sc_hd__conb_1 | 1 |
| sky130_fd_sc_hd__mux2_2 | 2 |
| sky130_fd_sc_hd__a21boi_2 | 1 |
| sky130_fd_sc_hd__ha_1 | 8 |
| sky130_fd_sc_hd__mux2i_1 | 1 |
No activity file was given, so power comes from the tool's default toggle rates.
